==> flow/design.v <==
 module decoder (
  input clk,
  input rst,
  input [7:0] morse_array,
  output reg [7:0] decoded_char
);
reg [7:0] current_char;
reg let;
always @(posedge clk or posedge rst) 
 begin
  if (rst)
   begin
    current_char <= 8'b0;
    decoded_char <= 8'b0;
    end 
  else
    if (morse_array != 8'b0) 
     begin
      current_char <= morse_array;
      case (current_char)
        8'b00000110: decoded_char <= 7'b0001000;  
        8'b10010101: decoded_char <= 7'b1100000;  
        8'b10011001: decoded_char <= 7'b0110001;  
        8'b00100101: decoded_char <= 7'b1000010;  
        8'b00000001: decoded_char <= 7'b0110000;  
        8'b01011001: decoded_char <= 7'b0111000;  
        8'b00101001: decoded_char <= 7'b0100001;  
        8'b01010101: decoded_char <= 7'b1001000;  
        8'b00000101: decoded_char <= 7'b1111001;  
        8'b01101010: decoded_char <= 7'b1000011;  
        8'b01100101: decoded_char <= 7'b1110001;  
        8'b00001001: decoded_char <= 7'b1101010;  
        8'b00101010: decoded_char <= 7'b0000001;  
        8'b01101001: decoded_char <= 7'b0011000;  
        8'b10100101: decoded_char <= 7'b0001100;  
        8'b00011001: decoded_char <= 7'b1111010;  
        8'b00010101: decoded_char <= 7'b0100100;  
        8'b00000010: decoded_char <= 7'b1110000;  
        8'b00010110: decoded_char <= 7'b1000001;  
        8'b10011010: decoded_char <= 7'b1000100;  
        default: decoded_char <= 8'b11111111;  
        endcase
       end
      end  
endmodule
==> flow/run.sh <==
#!/bin/bash
# OpenROAD 26Q1-2900-gdf79404cd8, Yosys 0.63+post, stock flow scripts
make -C /OpenROAD-flow-scripts/flow DESIGN_CONFIG=/design/flow/config.mk WORK_HOME=/design/flow/orfs finish
==> flow/config.mk <==
export PLATFORM = sky130hd
export DESIGN_NAME = decoder
export DESIGN_NICKNAME = decoder
export VERILOG_FILES = /design/flow/design.v
export SDC_FILE = /design/flow/constraint.sdc
export NUM_CORES = 4
export LEC_CHECK = 1
export CORE_AREA = 10 10 109 109
export DIE_AREA = 0 0 119 119
==> flow/constraint.sdc <==
current_design decoder

set clk_period 2.8
set clk_io_pct 0.2

create_clock -name clk0 -period $clk_period [get_ports {clk}]

set non_clock_inputs [all_inputs -no_clocks]
set_input_delay [expr $clk_period * $clk_io_pct] -clock clk0 $non_clock_inputs
set_output_delay [expr $clk_period * $clk_io_pct] -clock clk0 [all_outputs]
==> results.txt <==
status - complete, no violations
post-synth design cell area - 1190 sq um
die height - 119 um
placed cell areas - 1450 sq um
synth unique cells - 50
grt ovf - 0
Worst Max-Slew Pin Slew - 940 ps
Vias - 1038
largest net degree at the start of global routing - 22
DR pass1 iterations - 6
crit end category - flip-flop
Area Overhead vs Synth - 25.3%
class of the worst hold path - reg2reg
Die ar. - 14200 sq um
Max Fclk - 0.399 GHz
Yosys Chip Area - 1190 sq um
relative slew slack - 0.372
Ant. Diodes - 0
CP Launch Point - current_char[6]
Worst R2R End - decoded_char[4]
path type of the worst setup path - reg2reg
Synth Flop Type - dfrtp_1
final-report setup violation count - 0
hold buffer count at CTS - 0
max-cap viol count - 0
die width - 119 um
Final WS setup - 295 ps
R2R depth - 5
Cells after DPL - 272
GR Util All Layers - 0.0435
combinational share of power - 0.168
Yosys warning count - 1
Final Cell Area - 1490 sq um
hpwl dp - 2370 um
clock network power share - 0.319
start of the worst register-to-register path - current_char[6]
first-pass GRT wire length - 5220 um
Reg area - 400 sq um
Non-Filler Instances - 275
# rows - 36
floorplan core density - 0.123
asr flop ratio synth - 1.00
Tot Pwr - 523 uW
wire per inst - 11.6 um
Insertion Delay late pin - 250 ps
clock skew - 3.57 ps
WP data arrival - 2610 ps
final period utilization - 0.895
WP data required - 2910 ps
pre-CTS setup slack - 233 ps
CP Capture Point - decoded_char[4]
WL final - 3190 um
Post-synth seq share - 0.338
crit path time final - 2500 ps
initial antenna violation count - 0
final weighted congestion in routability-driven placement - 0.878
clock tree sinks - 16
FF-to-FF setup slack - 300 ps
Final Core Density - 0.154
P_leak - 0.486 nW
Combinational Area - 686 sq um
area of the core - 9640 sq um
Root Buffer - clkbuf_8
ANT nets after route - 0
Remaining DRCs - 0
max-slew violation count - 0
Post-CTS Setup Inserts - 0
PwrDens - 352 nW/um^2
vias in the first global route - 978
Synth area leader - dfrtp_1
Syn Inst Count - 133
hold_ws - 483 ps
PortBufs - 17
CTS Buf Count - 3
Final Hold Fails - 0
initial DRC count - 102
switch share - 0.261
RSZ-0062 raised after global routing - false
P_sw - 136 uW
cells in synth_stat.txt - 133
CTS tree - yes
Setup TNS Final - 0 ps
number of enable flip-flop cells - 0
ys flops - 16
Vias/cell - 3.77
PostCTS Resize Cnt - 0
Top-area cell share - 0.338
number of H-tree levels - 1
clk buf depth - 2
worst vdd ir - 141 uV
Log Warnings - 25
cell-internal power - 387 uW
Crit Path Max Fanout - 21
CTS clk-pin slew, worst paths - 60 ps
Reg power frac - 0.513
# IOs - 18
Post-synth area hogs - dfrtp_1 34%, nor2_1 4.1%, a21o_1 3.8%
Mapped Avg Cell Area - 8.92 sq um
hold path depth - 2
share of cells above drive strength 1 - 0.120
number of fillers in the final layout - 1104
CP Launch Type - flip-flop
final cells by class:
type	instances	share of cell area
repair buffers	19	0.125
clock buffers	3	0.0278
flip-flops and latches	16	0.269
multi-input cells	102	0.461
well taps	133	0.112
inverters	2	0.00505
cell usage in the layout (no fill, tap or decap), types with 2 or more instances in the layout:
cell type	synthesis	final
a21o_1	6	6
a21oi_1	8	8
a22o_1	2	2
a22oi_1	2	2
a31oi_1	6	6
a32oi_1	2	2
a41oi_1	2	2
buf_4	4	2
clkbuf_8	0	3
clkdlybuf4s50_1	0	17
dfrtp_1	16	16
inv_1	2	2
nand2_1	7	7
nand2b_1	2	2
nand3_1	5	5
nand4_1	2	2
nor2_1	13	13
nor2_2	2	2
nor2b_1	6	6
nor3b_1	3	3
o211ai_1	2	2
o21ai_0	2	2
or3_1	2	2
or4_1	3	3
power by group through the flow:
stage | registers [mW] | clock network (mW) | logic [mW]
4_1_cts | 0.268 | 0.170 | 0.0888
6_report | 0.268 | 0.167 | 0.0879
5_1_grt | 0.271 | 0.185 | 0.0974
cells by family after synthesis:
logic type	share of synthesized area
flops	0.338
compound gates	0.251
buf+inv	0.0844
simple gates	0.294
mux	0.0179
xor+xnor	0.0148
how the worst min path moves through the flow:
stage              startpoint               to
global route  decoded_char[7]  decoded_char[7]
CTS           decoded_char[7]  decoded_char[7]
finish        decoded_char[7]  decoded_char[7]
critical path, cell delays in order (launching register included):
cell and delay [ps]:
dfrtp_1 630, nor3b_1 870, nand4_1 180, o311ai_1 160, or4_1 350, a41oi_1 160
state kept, by name, summed over array words and instances, names as in the netlist:
| name | cells |
|---|---|
| current_char | 8 |
| decoded_char | 8 |
per-layer routing:
| metal | global-route usage | wire (um) | part of all wire | up-vias |
|---|---|---|---|---|
| met5 | 0 | 0 | 0 | - |
| met4 | 0.00229 | 12 | 0.0038 | 0 |
| met3 | 0.0125 | 206 | 0.065 | 2 |
| met2 | 0.0526 | 1190 | 0.37 | 39 |
| met1 | 0.0743 | 1790 | 0.56 | 472 |
| li1 | - | - | - | 525 |
Yosys cell counts (all sizes together), types with 2 or more instances:
| cell type | instances |
|---|---|
| a21o | 7 |
| a21oi | 8 |
| a22o | 2 |
| a22oi | 2 |
| a31oi | 6 |
| a32oi | 2 |
| a41oi | 2 |
| and4bb | 2 |
| buf | 12 |
| dfrtp | 16 |
| inv | 2 |
| nand2 | 7 |
| nand2b | 2 |
| nand3 | 5 |
| nand4 | 2 |
| nor2 | 15 |
| nor2b | 7 |
| nor3b | 3 |
| o211ai | 3 |
| o21ai | 3 |
| or2 | 2 |
| or3 | 2 |
| or4 | 4 |
No activity file was given, so power comes from the tool's default toggle rates.
